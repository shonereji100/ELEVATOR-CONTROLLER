[/design/flow/config.mk]
export PLATFORM = sky130hd
export DESIGN_NAME = elevator_controller_top
export DESIGN_NICKNAME = elevator_controller_top
export VERILOG_FILES = /design/flow/design.v
export SDC_FILE = /design/flow/constraint.sdc
export NUM_CORES = 4
export LEC_CHECK = 1
export CORE_UTILIZATION = 50
[/design/flow/constraint.sdc]
current_design elevator_controller_top

set clk_period 3.6
set clk_io_pct 0.2

create_clock -name clk0 -period $clk_period [get_ports {clk}]

set non_clock_inputs [all_inputs -no_clocks]
set_input_delay [expr $clk_period * $clk_io_pct] -clock clk0 $non_clock_inputs
set_output_delay [expr $clk_period * $clk_io_pct] -clock clk0 [all_outputs]
[/design/flow/design.v]
module door_controller(
    input wire clk,
    input wire rst,
    input wire floor_reached,
    input wire moving_up,
    input wire moving_down,
    output reg door_open
);
    reg [25:0] blink_counter;
    parameter BLINK_PERIOD = 26'd2500000;  
    reg [25:0] door_timer;
    parameter DOOR_OPEN_TIME = 26'd25000000;  
    reg door_state;  
    reg blinking;
    always @(posedge clk or posedge rst) begin
        if (rst) begin
            door_open <= 1'b0;
            blink_counter <= 26'd0;
            door_timer <= 26'd0;
            door_state <= 1'b0;
            blinking <= 1'b0;
        end else begin
            if (floor_reached && !moving_up && !moving_down && !door_state) begin
                blinking <= 1'b1;
                door_timer <= 26'd0;
                door_state <= 1'b1;
            end
            if (blinking) begin
                blink_counter <= blink_counter + 1;
                door_timer <= door_timer + 1;
                if (blink_counter >= BLINK_PERIOD) begin
                    door_open <= ~door_open;
                    blink_counter <= 26'd0;
                end
                if (door_timer >= DOOR_OPEN_TIME) begin
                    blinking <= 1'b0;
                    door_open <= 1'b0;
                    door_state <= 1'b0;
                end
            end else if (!floor_reached) begin
                door_open <= 1'b0;
                door_state <= 1'b0;
            end
        end
    end
endmodule
module elevator_controller_top(
    input wire clk,
    input wire rst,
    input wire call_up_0,       
    input wire call_up_1,       
    input wire call_down_1,     
    input wire call_down_2,     
    input wire select_floor_0,
    input wire select_floor_1,
    input wire select_floor_2,
    output wire [1:0] current_floor,
    output wire door_open,
    output wire moving_up,
    output wire moving_down
);
    wire [2:0] floor_requests;
    wire floor_reached;
    wire [1:0] target_floor;
    request_handler req_handler(
        .clk(clk),
        .rst(rst),
        .call_up_0(call_up_0),
        .call_up_1(call_up_1),
        .call_down_1(call_down_1),
        .call_down_2(call_down_2),
        .select_floor_0(select_floor_0),
        .select_floor_1(select_floor_1),
        .select_floor_2(select_floor_2),
        .current_floor(current_floor),
        .floor_reached(floor_reached),
        .floor_requests(floor_requests),
        .target_floor(target_floor)
    );
    movement_controller move_ctrl(
        .clk(clk),
        .rst(rst),
        .floor_requests(floor_requests),
        .target_floor(target_floor),
        .current_floor(current_floor),
        .floor_reached(floor_reached),
        .moving_up(moving_up),
        .moving_down(moving_down)
    );
    door_controller door_ctrl(
        .clk(clk),
        .rst(rst),
        .floor_reached(floor_reached),
        .moving_up(moving_up),
        .moving_down(moving_down),
        .door_open(door_open)
    );
endmodule
module movement_controller(
    input wire clk,
    input wire rst,
    input wire [2:0] floor_requests,
    input wire [1:0] target_floor,
    output reg [1:0] current_floor,
    output reg floor_reached,
    output reg moving_up,
    output reg moving_down
);
    reg [28:0] move_counter;
    parameter MOVE_DELAY = 29'd150000000;  
    localparam IDLE = 2'd0;
    localparam MOVING = 2'd1;
    localparam ARRIVED = 2'd2;
    reg [1:0] state;
    reg [28:0] door_timer;
    parameter DOOR_DELAY = 29'd250000000;  
    always @(posedge clk or posedge rst) begin
        if (rst) begin
            current_floor <= 2'd0;
            floor_reached <= 1'b0;
            moving_up <= 1'b0;
            moving_down <= 1'b0;
            move_counter <= 28'd0;
            state <= IDLE;
            door_timer <= 28'd0;
        end else begin
            case (state)
                IDLE: begin
                    floor_reached <= 1'b0;
                    moving_up <= 1'b0;
                    moving_down <= 1'b0;
                    if (floor_requests != 3'b000 && target_floor != current_floor) begin
                        state <= MOVING;
                        move_counter <= 28'd0;
                        if (target_floor > current_floor) begin
                            moving_up <= 1'b1;
                        end else begin
                            moving_down <= 1'b1;
                        end
                    end
                end
                MOVING: begin
                    move_counter <= move_counter + 1;
                    if (move_counter >= MOVE_DELAY) begin
                        move_counter <= 28'd0;
                        if (moving_up && current_floor < 2'd2) begin
                            current_floor <= current_floor + 1;
                        end else if (moving_down && current_floor > 2'd0) begin
                            current_floor <= current_floor - 1;
                        end
                        if ((moving_up && current_floor + 1 == target_floor) ||
                            (moving_down && current_floor - 1 == target_floor) ||
                            (current_floor == target_floor)) begin
                            state <= ARRIVED;
                            door_timer <= 28'd0;
                            floor_reached <= 1'b1;
                            moving_up <= 1'b0;
                            moving_down <= 1'b0;
                        end
                    end
                end
                ARRIVED: begin
                    door_timer <= door_timer + 1;
                    if (door_timer >= DOOR_DELAY) begin
                        floor_reached <= 1'b0;
                        state <= IDLE;
                    end
                end
                default: state <= IDLE;
            endcase
        end
    end
endmodule
module request_handler(
    input wire clk,
    input wire rst,
    input wire call_up_0,
    input wire call_up_1,
    input wire call_down_1,
    input wire call_down_2,
    input wire select_floor_0,
    input wire select_floor_1,
    input wire select_floor_2,
    input wire [1:0] current_floor,
    input wire floor_reached,
    output reg [2:0] floor_requests,   
    output reg [1:0] target_floor
);
    reg passenger_inside;
    reg [1:0] passenger_destination;
    reg return_to_zero;  
    always @(posedge clk or posedge rst) begin
        if (rst) begin
            floor_requests <= 3'b000;
            target_floor <= 2'd0;
            passenger_inside <= 1'b0;
            passenger_destination <= 2'd0;
            return_to_zero <= 1'b0;
        end else begin
            if (floor_reached) begin
                floor_requests[current_floor] <= 1'b0;
                if (passenger_inside && current_floor == passenger_destination) begin
                    passenger_inside <= 1'b0;
                    if (current_floor != 2'd0) begin
                        return_to_zero <= 1'b1;
                    end
                end
                if (return_to_zero && current_floor == 2'd0) begin
                    return_to_zero <= 1'b0;
                end
            end
            if (return_to_zero && !floor_reached) begin
                floor_requests[0] <= 1'b1;
            end
            if (!passenger_inside && !return_to_zero) begin
                if (call_up_0) begin
                    floor_requests[0] <= 1'b1;
                end
                if (call_up_1 || call_down_1) begin
                    floor_requests[1] <= 1'b1;
                end
                if (call_down_2) begin
                    floor_requests[2] <= 1'b1;
                end
            end
            if (!passenger_inside && !return_to_zero) begin
                if (select_floor_0) begin
                    floor_requests[0] <= 1'b1;
                    passenger_inside <= 1'b1;
                    passenger_destination <= 2'd0;
                end
                if (select_floor_1) begin
                    floor_requests[1] <= 1'b1;
                    passenger_inside <= 1'b1;
                    passenger_destination <= 2'd1;
                end
                if (select_floor_2) begin
                    floor_requests[2] <= 1'b1;
                    passenger_inside <= 1'b1;
                    passenger_destination <= 2'd2;
                end
            end
            if (return_to_zero) begin
                target_floor <= 2'd0;
            end else if (passenger_inside) begin
                target_floor <= passenger_destination;
            end else if (floor_requests != 3'b000) begin
                if (floor_requests[current_floor]) begin
                    target_floor <= current_floor;
                end else if (current_floor == 2'd0) begin
                    if (floor_requests[1]) target_floor <= 2'd1;
                    else if (floor_requests[2]) target_floor <= 2'd2;
                end else if (current_floor == 2'd1) begin
                    if (floor_requests[0]) target_floor <= 2'd0;
                    else if (floor_requests[2]) target_floor <= 2'd2;
                end else begin  
                    if (floor_requests[1]) target_floor <= 2'd1;
                    else if (floor_requests[0]) target_floor <= 2'd0;
                end
            end else begin
                target_floor <= current_floor;
            end
        end
    end
endmodule
[/design/flow/run.sh]
#!/bin/bash
# OpenROAD 26Q1-2900-gdf79404cd8, Yosys 0.63+post, stock flow scripts
make -C /OpenROAD-flow-scripts/flow DESIGN_CONFIG=/design/flow/config.mk WORK_HOME=/design/flow/orfs finish
==> ci_impl_report.md <==
## Implementation flow summary

| Metric | Value |
|---|---|
| Ant diodes | `0` |
| Top_reg_cell synth | `dfrtp_1` |
| Synthesized area | `7050 sq um` |
| Crit path launch | `move_ctrl.current_floor[0]` |
| H-tree depth | `4` |
| Pwr/cell area | `406 nW/um^2` |
| Startpoint types | `flip-flop` |
| Sequential power share | `45.1%` |
| Area Growth Syn to Fin | `13.1%` |
| R2R setup slack | `630 ps` |
| VDD IR max | `0.297 mV` |
| CTS Buf Count | `17` |
| Rows | `43` |
| Syn_area_per_cell | `8.95 sq um` |
| Core Density at Floorplan | `51.0%` |
| CP peak stage delay | `550 ps` |
| Hold path startpoint | `move_ctrl.door_timer[27]` |
| RSZ-0062 raised after global routing | `false` |
| Vias/cell | `5.73` |
| Clk sinks | `130` |
| Initial DRC Count | `358` |
| Fin Setup TNS | `0 ps` |
| Status | `finished, final reports clean` |
| Tool warnings | `37` |
| Hpwl dp | `9.31 mm` |
| Comb power frac | `1.3%` |
| Worst path arrival time | `3220 ps` |
| Longest Clk Path Bufs | `2` |
| Placed Cells | `963` |
| Final non-filler cell area | `7980 sq um` |
| DRT Pass-1 Iters | `5` |
| Detailed Route WL | `14.6 mm` |
| Non-filler cells, final | `993` |
| Die span in x | `121 um` |
| Largest net degree at the start of global routing | `131` |
| Worst-path maximum fanout | `17` |
| MaxCap Viol Count | `0` |
| Slowest-stage cell, CP | `a211oi_1` |
| CTS root buffer | `clkbuf_16` |
| # DRC | `0` |
| Initial antenna violation count | `0` |
| Final Skew | `5.90 ps` |
| Hold WC Path Type | `flip-flop to flip-flop` |
| Leakage power figure | `3.39 nW` |
| Fillers | `1136` |
| Post-CTS Setup Bufs | `0` |
| Pins Over Slew Limit | `0` |
| Routability-driven placement congestion ratio | `0.836` |
| GRT Overall Usage | `21.8%` |
| CP endpoint kind | `flip-flop` |
| Max-slew headroom | `45.8%` |
| Fin. Hold Viols | `0` |
| Worst-Skew Late Latency | `410 ps` |
| Worst setup path class | `flip-flop to flip-flop` |
| Chip area | `14600 sq um` |
| Ys cells | `788` |
| I/O Buffers | `13` |
| First-pass GRT wire length | `25.1 mm` |
| Post-cts resize count | `0` |
| Vias | `5686` |
| Post-layout period usage | `82.4%` |
| Final setup viols | `0` |
| Yosys Chip Area | `7050 sq um` |
| Max Clk Rate | `337 MHz` |
| Hold_buf cts | `0` |
| Top Family by Delay on Critical Path | `AND-OR/OR-AND gates` |
| Avg WL per Cell | `14.7 um` |
| Total gr overflow | `0` |
| IO Pins | `14` |
| Post-Syn Instances | `788` |
| Sum of buffers and inverters on the critical path | `1` |
| YS warnings | `3` |
| Core area | `13800 sq um` |
| Post-synth EDFFs | `0` |
| Post-route ant nets | `0` |
| Power Internal | `2.63 mW` |
| CTS clk-pin slew, worst paths | `50 ps` |
| Clock power share | `53.6%` |
| Worst Tran Pin Value | `805 ps` |
| Ys async rst share | `100%` |
| Net Sw Power | `0.615 mW` |
| Chip height | `121 um` |
| Seq share, synth | `46.1%` |
| Switching part of the total | `19.0%` |
| Clock period minus final worst setup slack | `2970 ps` |
| RR Startpoint | `move_ctrl.current_floor[0]` |
| Worst path required time | `3860 ps` |
| #FFs+latches synth | `130` |
| Vias in the first global route | `5348` |
| Yosys cell types | `63` |
| Placement-stage cell area | `7380 sq um` |
| Share of cells above drive strength 1 | `5.78%` |
| CTS tree | `built` |
| Cell chain of the critical path | `inv_1 -> ha_1 -> xnor2_1 -> nor3_1 -> a211oi_1 -> o21ai_1 -> nand2_1 -> o21ai_0` |
==> per-layer routing <==
metal / wire (um) / vias up / part of all wire (%) / global-route usage, %
met3: 496 / 10 / 3.4 / 3.56
met4: 133 / 0 / 0.91 / 2.85
met2: 6730 / 89 / 46 / 34.0
met5: 0 / - / 0 / 0
li1: - / 2864 / - / -
met1: 7230 / 2723 / 50 / 34.5
==> worst reg2reg max path, delay by kind of cell, from the launching register on <==
kind,cells,cell delay [ps]
buffers and inverters,1,200
AND/OR/NAND/NOR,2,610
XOR/XNOR,1,220
flip-flops,1,520
AND-OR/OR-AND,3,910
adder cells (fa/ha/maj),1,360
==> layout make-up <==
type,count,area [sq um],share of cell area [%]
clock buffer,25,495,6.21
clock inverter,5,100,1.25
inverter,33,128,1.60
multi-input combinational,600,3580,44.9
sequential,130,3250,40.8
tap,180,225,2.82
timing repair buffer,20,195,2.45
==> through the flow <==
step	power (mW)	utilization (%)	hold slack (ps)	worst slack, ps
after floorplan	1.51	-	438	1090
after global placement	1.53	53.4	457	833
final	3.24	57.7	485	633
after detailed placement	1.53	53.4	470	722
after global routing	3.35	57.7	524	355
after CTS	3.29	57.7	484	661
==> final timing paths <==
check,to,cells past startpoint
worst max-delay path,move_ctrl.door_timer[25],8
worst min-delay path,move_ctrl.door_timer[27],1
worst max register to register,move_ctrl.door_timer[25],8
worst min register to register,move_ctrl.door_timer[27],1
max in group asynchronous,move_ctrl.move_counter[21],3
min in group asynchronous,door_ctrl.door_timer[16],3
==> power by group through the flow <==
| stage | combinational, mW | sequential, mW | clock [mW] |
|---|---|---|---|
| after CTS | 0.0441 | 1.46 | 1.78 |
| after global routing | 0.0483 | 1.46 | 1.84 |
| final | 0.0412 | 1.46 | 1.74 |
==> cell usage in the layout (no fill, tap or decap), types with 4 or more instances in the layout <==
cell type	Yosys	layout
and2_1	14	14
o21ai_0	72	72
nand3_1	49	49
and4_1	6	6
nor4_1	13	13
ha_1	14	14
nand2b_1	7	7
nor3_1	24	24
xnor2_1	27	27
o22ai_1	4	4
or4_1	4	4
a31oi_1	4	4
dfrtp_1	129	129
clkbuf_16	0	17
clkbuf_8	0	4
o31ai_1	19	19
nand4b_1	4	4
a21oi_1	28	28
nand2_1	76	76
xor2_1	19	19
nand4_1	25	25
buf_4	0	6
nor2b_1	12	12
nor2_1	81	81
a22o_1	9	9
or3_1	10	10
and3_1	22	22
o21a_1	4	4
inv_1	32	31
mux2i_1	9	9
clkdlybuf4s50_1	0	13
clkbuf_1	23	4
==> Yosys cell counts, types with 10 or more instances <==
cell type	number	share of area (%)
a21oi_1	28	2.0
nand4_1	25	2.2
ha_1	14	2.5
and2_1	14	1.2
inv_1	32	1.7
o21ai_0	72	5.1
nor2b_1	12	1.1
nor4_1	13	1.2
dfrtp_1	129	46
or3_1	10	0.89
nor2_1	81	4.3
nand3_1	49	3.5
nor3_1	24	1.7
xnor2_1	27	3.4
clkbuf_1	23	1.2
xor2_1	19	2.4
nand2_1	76	4.0
and3_1	22	2.0
o31ai_1	19	2.0
==> registers in the layout, summed over array words and instances (netlist names) <==
signal / cells
req_handler.passenger_destination: 2
req_handler.passenger_inside: 1
door_ctrl.blink_counter: 26
move_ctrl.current_floor: 2
move_ctrl.state: 3
move_ctrl.moving_up: 1
req_handler.target_floor: 2
door_ctrl.door_open: 1
move_ctrl.door_timer: 29
door_ctrl.door_timer: 26
req_handler.floor_requests: 3
req_handler.return_to_zero: 1
door_ctrl.door_state: 1
move_ctrl.floor_reached: 1
door_ctrl.blinking: 1
move_ctrl.moving_down: 1
move_ctrl.move_counter: 29
==> logic make-up after synthesis <==
group           count (synthesis)  synth area share [%]
fa+ha+maj                      14                  2.48
compound gates                168                  14.8
mux                            10                  1.44
xor+xnor                       46                  5.71
flops                         130                  46.1
buf+inv                        58                  3.10
simple gates                  362                  26.3
Power is estimated from default activity; no workload was simulated.
